`flow/run.sh`:
```
#!/bin/bash
# OpenROAD 26Q1-2900-gdf79404cd8, Yosys 0.63+post, stock flow scripts
make -C /OpenROAD-flow-scripts/flow DESIGN_CONFIG=/design/flow/config.mk WORK_HOME=/design/flow/orfs finish
```
`flow/config.mk`:
```
export PLATFORM = sky130hd
export DESIGN_NAME = fp_unpacker
export DESIGN_NICKNAME = fp_unpacker
export VERILOG_FILES = /design/flow/design.v
export SDC_FILE = /design/flow/constraint.sdc
export NUM_CORES = 4
export LEC_CHECK = 1
export CORE_AREA = 10 10 78 78
export DIE_AREA = 0 0 88 88
```
`flow/constraint.sdc`:
```
current_design fp_unpacker

set clk_period 1.4
set clk_io_pct 0.2

create_clock -name clk0 -period $clk_period

set non_clock_inputs [all_inputs -no_clocks]
set_input_delay [expr $clk_period * $clk_io_pct] -clock clk0 $non_clock_inputs
set_output_delay [expr $clk_period * $clk_io_pct] -clock clk0 [all_outputs]
```
`flow/design.v`:
```
`default_nettype none
module fp_decoder (
    input wire [2:0] op_code,
    input wire start,
    input wire ready_in,
    output wire adder_start,
    output wire adder_ready_in,
    output wire multiplier_start,
    output wire multiplier_ready_in
);
  assign adder_start = start && (op_code == 3'b000 || op_code == 3'b001);
  assign adder_ready_in = ready_in || (op_code != 3'b000 && op_code != 3'b001);
  assign multiplier_start = start && (op_code == 3'b010 || op_code == 3'b100);
  assign multiplier_ready_in = ready_in || (op_code != 3'b010 && op_code != 3'b100);
endmodule
module fp_unpacker #(
    parameter P_SINGLE = 23,
    parameter E_SINGLE = 8,
    parameter N_SINGLE = P_SINGLE + E_SINGLE + 1,
    parameter P_HALF   = 10,
    parameter E_HALF   = 5,
    parameter N_HALF   = P_HALF + E_HALF + 1
) (
    input wire [N_SINGLE-1:0] op_a,
    input wire [N_SINGLE-1:0] op_b,
    input wire mode_fp,
    output wire sign_a,
    output wire sign_b,
    output wire [E_SINGLE-1:0] exp_a,
    output wire [E_SINGLE-1:0] exp_b,
    output wire [P_SINGLE-1:0] mant_a,
    output wire [P_SINGLE-1:0] mant_b
);
  localparam BIAS_HALF = 2 ** (E_HALF - 1) - 1;
  localparam BIAS_SINGLE = 2 ** (E_SINGLE - 1) - 1;
  wire fp_single = (mode_fp == 1);
  wire sign_a_half = op_a[N_HALF-1];
  wire sign_b_half = op_b[N_HALF-1];
  wire sign_a_single = op_a[N_SINGLE-1];
  wire sign_b_single = op_b[N_SINGLE-1];
  wire [E_HALF-1:0] exp_a_half = op_a[N_HALF-2:P_HALF];
  wire [E_HALF-1:0] exp_b_half = op_b[N_HALF-2:P_HALF];
  wire [E_SINGLE-1:0] exp_a_single = op_a[N_SINGLE-2:P_SINGLE];
  wire [E_SINGLE-1:0] exp_b_single = op_b[N_SINGLE-2:P_SINGLE];
  wire [P_HALF-1:0] mant_a_half = op_a[P_HALF-1:0];
  wire [P_HALF-1:0] mant_b_half = op_b[P_HALF-1:0];
  wire [P_SINGLE-1:0] mant_a_single = op_a[P_SINGLE-1:0];
  wire [P_SINGLE-1:0] mant_b_single = op_b[P_SINGLE-1:0];
  assign sign_a = fp_single ? sign_a_single : sign_a_half;
  assign sign_b = fp_single ? sign_b_single : sign_b_half;
  assign exp_a  = fp_single
    ? exp_a_single
    : (exp_a_half == 0 ? 0 : (exp_a_half - BIAS_HALF + BIAS_SINGLE));
  assign exp_b  = fp_single
    ? exp_b_single
    : (exp_b_half == 0 ? 0 : (exp_b_half - BIAS_HALF + BIAS_SINGLE));
  assign mant_a = fp_single ? mant_a_single : (mant_a_half << 13);
  assign mant_b = fp_single ? mant_b_single : (mant_b_half << 13);
endmodule
module fp_packer #(
    parameter P_SINGLE = 23,
    parameter E_SINGLE = 8,
    parameter N_SINGLE = P_SINGLE + E_SINGLE + 1,
    parameter P_HALF   = 10,
    parameter E_HALF   = 5,
    parameter N_HALF   = P_HALF + E_HALF + 1
) (
    input wire sign,
    input wire [E_SINGLE-1:0] exp,
    input wire [P_SINGLE+3:0] mant,
    input wire [4:0] flags_in,
    input wire mode_fp,
    output reg [N_SINGLE-1:0] result,
    output reg [4:0] flags_out
);
  localparam BIAS_HALF = 2 ** (E_HALF - 1) - 1;
  localparam BIAS_SINGLE = 2 ** (E_SINGLE - 1) - 1;
  wire [E_HALF-1:0] exp_half = exp - BIAS_SINGLE + BIAS_HALF;
  wire [P_HALF-1:0] mant_half = mant[P_SINGLE+2-:P_HALF] + mant[P_SINGLE-P_HALF+2];   
  always @(*) begin
    flags_out = flags_in;
    if (mode_fp == 1) begin
      result = {sign, exp, mant[P_SINGLE+2:3]};
    end else begin
      result = {{(N_SINGLE - N_HALF) {1'b0}}, sign, exp_half, mant_half};
      if (|mant[P_SINGLE-P_HALF-1:0]) begin
        flags_out[0] = 1'b1;
      end
    end
  end
endmodule
module float_alu #(
    parameter P = 23,
    parameter E = 8,
    parameter N = P + E + 1
) (
    input wire clk,
    input wire rst_n,
    input wire [N-1:0] op_a,
    input wire [N-1:0] op_b,
    input wire [2:0] op_code,
    input wire mode_fp,
    input wire round_mode,
    input wire start,
    input wire ready_in,
    output reg valid_out,
    output reg ready_out,
    output wire [N-1:0] result,
    output wire [4:0] flags
);
  wire [N-1:0] op_a_unpacked, op_b_unpacked;
  fp_unpacker unpacker (
      .op_a(op_a),
      .op_b(op_b),
      .mode_fp(mode_fp),
      .sign_a(op_a_unpacked[N-1]),
      .sign_b(op_b_unpacked[N-1]),
      .exp_a (op_a_unpacked[N-2:P]),
      .exp_b (op_b_unpacked[N-2:P]),
      .mant_a(op_a_unpacked[P-1:0]),
      .mant_b(op_b_unpacked[P-1:0])
  );
  wire adder_start, adder_ready_in;
  wire multiplier_start, multiplier_ready_in;
  fp_decoder decoder (
      .op_code(op_code),
      .start(start),
      .ready_in(ready_in),
      .adder_start(adder_start),
      .adder_ready_in(adder_ready_in),
      .multiplier_start(multiplier_start),
      .multiplier_ready_in(multiplier_ready_in)
  );
  wire adder_valid, adder_ready;
  wire adder_result;
  wire adder_sign;
  wire [E-1:0] adder_exp;
  wire [P+3:0] adder_mant;
  wire [4:0] adder_flags;
  wire adder_mode_fp;
  fp_adder adder (
      .clk(clk),
      .rst_n(rst_n),
      .op_a(op_a_unpacked),
      .op_b(op_b_unpacked),
      .mode_fp(mode_fp),
      .round_mode(round_mode),
      .sub(op_code[0]),
      .start(adder_start),
      .ready_in(adder_ready_in),
      .valid_out(adder_valid),
      .ready_out(adder_ready),
      .sign_out(adder_sign),
      .exp_out(adder_exp),
      .mant_out(adder_mant),
      .flags(adder_flags),
      .mode_fp_out(adder_mode_fp)
  );
  wire multiplier_valid, multiplier_ready;
  wire multiplier_result;
  wire multiplier_sign;
  wire [E-1:0] multiplier_exp;
  wire [P+3:0] multiplier_mant;
  wire [4:0] multiplier_flags;
  wire multiplier_mode_fp;
  wire [N-1:0] op_b_inv;
  wire [4:0] recip_flags;
  fp_recip recip (
      .in_bits(op_b_unpacked),
      .out_bits(op_b_inv),
      .except_flags(recip_flags)
  );
  fp_multiplier multiplier (
      .clk(clk),
      .rst_n(rst_n),
      .op_a(op_a_unpacked),
      .op_b(op_code == 3'b010 ? op_b_unpacked : op_b_inv),
      .mode_fp(mode_fp),
      .round_mode(round_mode),
      .initial_flags(op_code == 3'b010 ? 5'b0 : recip_flags),
      .start(multiplier_start),
      .ready_in(multiplier_ready_in),
      .valid_out(multiplier_valid),
      .ready_out(multiplier_ready),
      .sign_out(multiplier_sign),
      .exp_out(multiplier_exp),
      .mant_out(multiplier_mant),
      .flags(multiplier_flags),
      .mode_fp_out(multiplier_mode_fp)
  );
  reg result_sign;
  reg [E-1:0] result_exp;
  reg [P+3:0] result_mant;
  reg [4:0] result_flags;
  reg result_mode_fp;
  always @(*) begin
    case (op_code)
      3'b000, 3'b001: begin
        valid_out = adder_valid;
        ready_out = adder_ready;
        result_sign = adder_sign;
        result_exp = adder_exp;
        result_mant = adder_mant;
        result_flags = adder_flags;
        result_mode_fp = adder_mode_fp;
      end
      3'b010, 3'b100: begin
        valid_out = multiplier_valid;
        ready_out = multiplier_ready;
        result_sign = multiplier_sign;
        result_exp = multiplier_exp;
        result_mant = multiplier_mant;
        result_flags = multiplier_flags;
        result_mode_fp = multiplier_mode_fp;
      end
      default: begin
        valid_out = 1'b0;
        ready_out = 1'b0;
        result_sign = 1'b0;
        result_exp = 8'b0;
        result_mant = 27'b0;
        result_flags = 5'b0;
        result_mode_fp = 1'b0;
      end
    endcase
  end
  fp_packer packer (
      .sign(result_sign),
      .exp(result_exp),
      .mant(result_mant),
      .flags_in(result_flags),
      .mode_fp(result_mode_fp),
      .result(result),
      .flags_out(flags)
  );
endmodule
```
==> run_results.csv <==
group,metric,value,unit
flow_run,maxCapViolations,0,
final_timing,clock.fmax,0.593,GHz
critical_path,cp_data_required_time,1.12,ns
power_and_ir_drop,power-per-cell-area,299,nW/µm²
yosys,yosysCellCount,152,
critical_path,worst_ep_arrival_time,1.41,ns
floorplanning,coreArea,4410,µm²
yosys,ys_warn_count,0,
yosys,synthDominantAreaCellType,"sky130_fd_sc_hd__mux2_2",
routing,antenna_violating_nets_post_route,0,
final_timing,max-slew-margin-rel,80.8,%
worst_hold_path,worst_hold_path_type,"in2out",
routing,routed_via_density,4.57,
routing,wl_per_cell,15.4,µm
routing,pre_repair_dr_iteration_count,4,
flow_run,tool_warnings,36,
routing,detail_route.antenna_diodes,0,
floorplanning,fp.dieH,88,µm
floorplanning,floorplan.io_pins,129,
power_and_ir_drop,irDropWorstVdd,0.141,mV
placement,routabilityCongestion,0.877,
status,violations,"setup timing",
critical_path,path_class,"in2out",
finish,layout.cells.non_filler,387,
final_timing,grt_setup_unrepaired,"true",
finish,total_number_of_sequential_cells,0,
critical_path,crit_path_start_kind,"primary input",
finish,share_of_final_layout_standard_cells_stronger_than_drive_strength_1,58.5,%
placement,detailedPlacementHpwl,4.69,mm
grt,grt_remaining_overflow,0,
power_and_ir_drop,leakagePower,1.49,nW
placement,buffer_ports.inserted,129,
yosys,synth_area,1090,µm²
final_timing,fin_crit,1.69,ns
grt,total_grt_usage,14.4,%
floorplanning,die_w,88,µm
floorplanning,placement_rows,24,
critical_path,setup.worst_path.end_class,"primary output",
yosys,area_leaders,"sky130_fd_sc_hd__mux2_2, sky130_fd_sc_hd__and2_1, sky130_fd_sc_hd__nand2_1",
status,status,"complete, but fails checks",
clock_tree,cts_hold_buffers,0,
critical_path,critical_path.max_fanout,4,
finish,n_clock_buffer,0,
final_timing,setup_viol,28,
floorplanning,chipArea,7740,µm²
yosys,yosys.stat.seqShare,0,%
routing,drc_violations_left,0,
yosys,syn-mean-instance-area,7.15,µm²
placement,post-place-cells,352,
final_timing,timing_worst_slew_pin_value,0.286,ns
critical_path,startpoint,"op_a[10]",
final_timing,final_min_period_over_clock_period,120,%
grt,initial_antenna_violation_count,0,
yosys,ys_area,1090,µm²
yosys,syn-instance-count,152,
yosys,yosys.cell_types.count,28,
routing,vias,1769,
finish,ff_latch_area,0,µm²
grt,grt_start_max_net_pins,13,
routing,postRouteWirelength,5.95,mm
grt,first_global_vias,1841,
worst_hold_path,hold_start,"op_a[11]",
grt,global_route_wire_length_before_repair,9.23,mm
finish,area_growth_syn_to_layout,184,%
yosys,top_cell_area_share,24.9,%
placement,preCtsSetupSlack,-1.18,ns
floorplanning,fp_util,24.6,%
final_timing,slew_violations,0,
final_timing,final-hold-violation-count,0,
final_timing,final.setup.worst_slack,-0.285,ns
routing,drt-initial-drc-count,40,
final_timing,fin_worst_hold_slack,0.848,ns
## cells by family (layout without fill, tap and decap cells)
logic type	count (synthesis)	after routing	share of synthesized area [%]
buf+inv	18	201	8.06
compound gates	28	28	18.4
xor+xnor	8	8	6.45
simple gates	70	70	37.6
mux	24	24	24.9
fa+ha+maj	4	4	4.61
## power by group
part / switching, W / total (W) / internal [W]
logic: 0.000307 / 0.000921 / 0.000613
clock network: 0 / 0 / 0
registers: 0 / 0 / 0
total: 0.000307 / 0.000921 / 0.000613
## synthesized netlist by cell type (4+ instances only)
master,instances
sky130_fd_sc_hd__inv_1,7
sky130_fd_sc_hd__nand2b_1,4
sky130_fd_sc_hd__nand3_1,6
sky130_fd_sc_hd__a31oi_1,4
sky130_fd_sc_hd__mux2_2,24
sky130_fd_sc_hd__and2_1,26
sky130_fd_sc_hd__clkbuf_1,4
sky130_fd_sc_hd__xnor2_1,4
sky130_fd_sc_hd__nor2_1,6
sky130_fd_sc_hd__buf_2,4
sky130_fd_sc_hd__xor2_1,4
sky130_fd_sc_hd__nand2_1,18
sky130_fd_sc_hd__ha_1,4
sky130_fd_sc_hd__a21oi_1,6
sky130_fd_sc_hd__o21ai_0,6
## per-layer routing
layer / routed length (µm) / GRT usage, % / up-vias
met3: 866 / 8.14 / 0
li1: - / - / 902
met4: 0 / 0 / 0
met1: 2360 / 16.5 / 780
met2: 2720 / 24.4 / 87
met5: 0 / 0 / -
## repair_timing
item / CTS / global route
resized: 278 / 83
endpoints found under the setup margin: 64 / 39
pin swaps: 29 / 7
gates cloned: 3 / 1
buffers inserted: 26 / 8
## path summary, 6_finish.rpt
check,end,cells after the start
worst max-delay path,exp_a[3],9
worst min-delay path,mant_a[11],3
## stage by stage
stage / util, % / TNS, ns / power, W / instance area, µm²
floorplan: - / 0 / 0.000241 / 1110
global placement: 59.4 / -36.13 / 0.000805 / 2620
detailed placement: 59.4 / -36.11 / 0.000801 / 2620
CTS: 67.0 / -3.18 / 0.000867 / 2960
global route: 69.9 / -4.93 / 0.00101 / 3080
finish: 69.9 / -3.26 / 0.000921 / 3080
## placed cells by master (no fill, tap or decap), drive strengths merged, types with 3 or more instances in the layout
| cell type | instances |
|---|---|
| nand2b | 4 |
| a21oi | 6 |
| nand3 | 6 |
| o311ai | 4 |
| nand2 | 18 |
| nor2 | 6 |
| xnor2 | 4 |
| and2 | 26 |
| clkdlybuf4s50 | 36 |
| o21ai | 6 |
| a31oi | 4 |
| clkbuf | 20 |
| mux2 | 24 |
| buf | 104 |
| ha | 4 |
| inv | 8 |
| clkdlybuf4s15 | 7 |
| dlymetal6s2s | 3 |
| xor2 | 4 |
| dlygate4sd2 | 23 |
## final cells by class
type,count,area [µm²]
timing repair buffer,193,1750
fill,365,1330
multi-input combinational,134,1210
tap,52,65.1
inverter,8,52.6
## critical path, stage by stage
cell	delay, ns
sky130_fd_sc_hd__buf_12	0.09
sky130_fd_sc_hd__inv_8	0.03
sky130_fd_sc_hd__ha_4	0.14
sky130_fd_sc_hd__nor4b_4	0.13
sky130_fd_sc_hd__buf_4	0.14
sky130_fd_sc_hd__nor4_1	0.14
sky130_fd_sc_hd__a21bo_2	0.25
sky130_fd_sc_hd__o311ai_1	0.07
sky130_fd_sc_hd__buf_2	0.14
Power is estimated from default activity; no workload was simulated.
